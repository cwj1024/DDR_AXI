[flow/design.v]
module wr_ctrl #(
    parameter USER_WR_DATA_WIDTH    = 'd16  ,
    parameter AXI_DATA_WIDTH        = 'd128 ,
    parameter AXI_ADDR_WIDTH        = 'd32  ,
    parameter WR_BURST_LENGTH       = 'd4096
)(
    input   wire                                clk                 ,
    input   wire                                reset               ,
    input   wire                                ddr_init_done       ,
    input   wire                                user_wr_en          ,
    input   wire    [USER_WR_DATA_WIDTH-1:0]    user_wr_data        ,
    input   wire    [AXI_ADDR_WIDTH-1:0]        user_wr_base_addr   ,
    input   wire    [AXI_ADDR_WIDTH-1:0]        user_wr_end_addr    ,
    output  reg                                 wr_req_en           ,
    output  wire    [7:0]                       wr_burst_length     ,
    output  reg     [AXI_ADDR_WIDTH-1:0]        wr_data_addr        ,
    output  reg     [AXI_DATA_WIDTH-1:0]        wr_data_out         ,  
    output  reg                                 wr_data_valid       ,
    output  reg                                 wr_data_last         
);
localparam WR_CNT_MAX       = AXI_DATA_WIDTH / USER_WR_DATA_WIDTH - 'd1;
localparam MAX_BURST_LENGTH = WR_BURST_LENGTH / (AXI_DATA_WIDTH / 8) - 'd1;
reg                                 reset_sync_d0   ;
reg                                 reset_sync_d1   ;
reg                                 reset_sync      ;
reg                                 ddr_init_done_d0;
reg                                 ddr_wr_enable   ;
reg                                 user_wr_en_d    ;
reg     [USER_WR_DATA_WIDTH-1:0]    user_wr_data_d  ;
reg     [7:0]                       wr_cnt          ;
reg     [7:0]                       wr_burst_len    ;
assign wr_burst_length = MAX_BURST_LENGTH;
always@(posedge clk) begin
    reset_sync_d0   <= reset            ;
    reset_sync_d1   <= reset_sync_d0    ;
    reset_sync      <= reset_sync_d1    ;
end
always@(posedge clk) begin
    ddr_init_done_d0    <= ddr_init_done    ;
    ddr_wr_enable       <= ddr_init_done_d0 ;
end
always@(posedge clk) begin
    if(ddr_wr_enable) begin
        user_wr_en_d    <= user_wr_en   ;
        user_wr_data_d  <= user_wr_data ;
    end else begin
        user_wr_en_d    <= 1'b0;
        user_wr_data_d  <= 'd0;
    end
end
always@(posedge clk) begin
    if(reset_sync) begin
        wr_cnt          <= 'd0;
        wr_burst_len    <= 'd0;
    end else if(user_wr_en_d) begin
        if(wr_cnt == WR_CNT_MAX) begin
            wr_cnt          <= 'd0;
            wr_burst_len    <= (wr_burst_len == MAX_BURST_LENGTH) ? 'd0 : wr_burst_len + 1'b1;
        end else begin
            wr_cnt          <= wr_cnt + 1'b1;
            wr_burst_len    <= wr_burst_len;
        end
    end
end
always@(posedge clk) begin
    if(wr_cnt == WR_CNT_MAX)
        wr_data_valid <= 1'b1;
    else
        wr_data_valid <= 1'b0;
end
always@(posedge clk) begin
    if((wr_cnt == WR_CNT_MAX) && (wr_burst_len == MAX_BURST_LENGTH))
        wr_data_last <= 1'b1;
    else
        wr_data_last <= 1'b0;
end
always@(posedge clk) begin
    if(user_wr_en_d)
        wr_data_out <= {user_wr_data_d, wr_data_out[AXI_DATA_WIDTH-1:USER_WR_DATA_WIDTH]};
    else
        wr_data_out <= wr_data_out;
end
always@(posedge clk) begin
    if((wr_cnt == WR_CNT_MAX) && (wr_burst_len == MAX_BURST_LENGTH))
        wr_req_en <= 1'b1;
    else
        wr_req_en <= 1'b0;
end
always@(posedge clk) begin
    if(reset_sync)
        wr_data_addr <= user_wr_base_addr;
    else if(wr_req_en && (wr_data_addr >= user_wr_end_addr - WR_BURST_LENGTH))
        wr_data_addr <= user_wr_base_addr;
    else if(wr_req_en)
        wr_data_addr <= wr_data_addr + WR_BURST_LENGTH;
end
endmodule
[flow/run.sh]
#!/bin/bash
# OpenROAD 26Q1-2900-gdf79404cd8, Yosys 0.63+post, stock flow scripts
make -C /OpenROAD-flow-scripts/flow DESIGN_CONFIG=/design/flow/config.mk WORK_HOME=/design/flow/orfs finish
[flow/config.mk]
export PLATFORM = sky130hd
export DESIGN_NAME = wr_ctrl
export DESIGN_NICKNAME = wr_ctrl
export VERILOG_FILES = /design/flow/design.v
export SDC_FILE = /design/flow/constraint.sdc
export NUM_CORES = 4
export LEC_CHECK = 1
export CORE_UTILIZATION = 30
[flow/constraint.sdc]
current_design wr_ctrl

set clk_period 11.3
set clk_io_pct 0.2

create_clock -name clk0 -period $clk_period [get_ports {clk}]

set non_clock_inputs [all_inputs -no_clocks]
set_input_delay [expr $clk_period * $clk_io_pct] -clock clk0 $non_clock_inputs
set_output_delay [expr $clk_period * $clk_io_pct] -clock clk0 [all_outputs]
==> summary.txt <==
Latest figures from synthesis and place and route.

Summing all placed instances gives a cell area of 10700 µm². The post-synth count of flops with an enable pin is around 160. Adding up every negative setup slack in the final design gives 0 ns. The number of I/O pins is 255. Sequential elements use 70.9% of the synthesized area. After floorplanning, the core was divided into 59 placement rows. The average routed wire per standard cell is 15.6 µm. The worst IR drop on VDD is 115 µV. Counting only logic cells after layout, the most numerous master is sky130_fd_sc_hd__clkdlybuf4s50_1.

The leakage power summed over all cells is 4.23 nW. The data arrival time reported for the critical path is 6.58 ns. Entering global routing, the biggest net connects about 61 pins.

Setup repair after global routing left no endpoint under its margin. The final critical-path required period is 6.50 ns. The area share of the largest cell type after synthesis is between 60 and 70%. The final timing report gives a worst setup slack of 4.80 ns. The first-pass iteration count of the detailed router is 4. The count of endpoints failing hold in the final timing report is 0. The report lists the number of cells resized after CTS as 0.

The synthesized design spends more area on one cell type than any other, namely sky130_fd_sc_hd__edfxtp_1. Per the skew report, the later register of the worst-skew pair sees a clock latency of 0.43 ns. The share of the clock period used by the worst path after layout is 57.5%. On the reported timing paths, the clock transition at the registers reads 0.08 ns. Per the OpenROAD floorplan log, the width of the die is 164 µm. The OpenROAD warning count is 25. The die is 164 µm tall. The part of the power in the clock network is 40.1%. At the end of routability-driven placement, the weighted congestion stood at 0.904. The number of H-tree branching levels is 4.

The post-cts hold-fix buffer tally is 0. For this run the aggregate overflow at the end of global routing stands at 0. The buffer_ports step reported a buffer count of about 250. The average size of a mapped cell is about 15 µm². The pin slew with the least headroom to its limit is around 0.77 ns.

The max-slew check reports its worst relative slack as 48.4%. The number of max-slew violations in the final report is 0. For this block, the initial DRC count from the detailed router was about 240. According to the Yosys statistics, the synthesized design has a chip area of 7910 µm². Max-cap violations in this run came to 0. The kind of critical path is input port to register. Looking at the cell usage after synthesis, the top flip-flop cell is sky130_fd_sc_hd__edfxtp_1. The share of synthesized registers carrying an async set or reset is 0%. The report shows a maximum critical-path fanout of 21.

The via count of the first global-routing pass is 4582. The post-CTS setup-driven buffer insertion count is 0. For the completed layout, the total cell area is recorded as 11400 µm².

The routed via count divided by cell count is approximately 4.2. The final layout contains routed wiring with a total length of roughly 18000 µm. The tightest hold path in the finished design has a slack of ~0.33 ns.

The synthesized netlist cell count is 527. The yosys cell count is around 530. In the placement report, post-DP HPWL is listed as 13300 µm.

The number of antenna violations at the first check in global routing was 0. Looking at the clock tree report, the maximum root-to-sink buffer count equals 2. The relative contribution of combinational cells to total power is approximately 8.2%. The setup clock skew after layout is between 0.01 and 0.015 ns. At the floorplan stage, the core utilization is reported as 30.4%. TritonCTS reports the number of clock sinks as about 200. The tree is rooted in a sky130_fd_sc_hd__clkbuf_16. The post-synthesis sequential element count is 200.

The Yosys warning count is 1. The antenna diode count is 0. The worst setup path is captured at a register. The flow ran to the end, and the final reports show no timing, DRC or antenna violations.

Per the detail_route report, the via count comes to 4817. The gate-level netlist out of Yosys references 43 unique cell types. The top cell types in the final layout, fill and taps aside, are 246 x sky130_fd_sc_hd__clkdlybuf4s50_1, 160 x sky130_fd_sc_hd__edfxtp_1, 39 x sky130_fd_sc_hd__dfxtp_1, 36 x sky130_fd_sc_hd__ha_1, 34 x sky130_fd_sc_hd__nor2_1. Setup slack on the worst path after placement came out at around 4.3 ns. The power report attributes to the sequential group a share of 51.7%. The area growth from synthesis to final layout is 44.1%.

The script computed a power per unit cell area of between 100 and 150 nW/µm². Net switching is between 20% and 30% of the power. Per the TritonCTS log, the buffer count is 17. Per the post-route antenna check, the number of violating nets is 0. The first global-routing pass estimated 26200 µm of wire. TritonCTS built the clock tree.

The internal power summed over all cells is 0.00121 W. Cells with a size suffix above 1 make up 8.25% of the layout. The post-synthesis instance area is approximately 7900 µm². In this build the clock could be raised as far as 154 MHz. The required time at the worst endpoint is listed as 11.37 ns. The switching power of the nets is 0.000402 W.

The main area contributors are sky130_fd_sc_hd__edfxtp_1 61%, sky130_fd_sc_hd__dfxtp_1 10%, sky130_fd_sc_hd__ha_1 5.7%, sky130_fd_sc_hd__mux2_2 2.7%, sky130_fd_sc_hd__xnor2_1 2.7%. The core region is 26000 µm². The DRC violation count after routing is 0. Global routing used 13.5% of the available tracks.

The worst hold-check path type is register to register. The total of endpoints with negative setup slack in the final report is 0. The startpoint class of the critical path is an input port. The die covers around 27000 µm².
## Yosys cell counts (all sizes together) (3+ instances only)
master    n
xor2     21
and3      5
mux2     19
nor2     34
a211oi    3
ha       36
nor4      6
nor3      8
nor2b    15
clkbuf    4
or3       4
nand4    13
nand2b    3
mux2i     3
and2     19
buf      12
a21oi    15
nand3     9
nand2    29
edfxtp  160
inv      20
o21ai    10
a21o      3
dfxtp    40
xnor2    24
## layer usage
layer | GRT usage (%) | part of all wire [%] | vias up
met2 | 22.0 | 50 | 122
met1 | 20.6 | 44 | 2257
met5 | 0 | 0 | -
met4 | 1.43 | 0.97 | 0
met3 | 2.34 | 4.3 | 8
li1 | - | - | 2430
## per-stage QoR
step,power (W),utilization (%),cells
after floorplan,0.000910,-,534
after global placement,0.000982,41.4,1103
after detailed placement,0.000982,41.4,1103
after CTS,0.00164,43.9,1135
after global routing,0.00168,43.9,1135
final,0.00161,43.9,1135
## worst max-delay path, cell delays in order
cell                              delay, ns
sky130_fd_sc_hd__clkdlybuf4s50_1       0.44
sky130_fd_sc_hd__inv_1                 0.07
sky130_fd_sc_hd__ha_1                  0.16
sky130_fd_sc_hd__nor2b_1               0.27
sky130_fd_sc_hd__nand2_1               0.15
sky130_fd_sc_hd__nor4_1                0.51
sky130_fd_sc_hd__nand2_1               0.15
sky130_fd_sc_hd__nor4_1                0.27
sky130_fd_sc_hd__xnor2_1               0.11
sky130_fd_sc_hd__ha_1                  0.30
sky130_fd_sc_hd__nand4_1               0.17
sky130_fd_sc_hd__nor4_2                0.45
sky130_fd_sc_hd__a211oi_1              0.13
sky130_fd_sc_hd__a31oi_1               0.28
sky130_fd_sc_hd__a31oi_4               0.15
sky130_fd_sc_hd__buf_4                 0.32
sky130_fd_sc_hd__inv_1                 0.36
## flip-flops by register name (all words and copies together) (netlist names)
register and flops:
user_wr_data_d 16, wr_data_valid 1, ddr_wr_enable 1, reset_sync 1, wr_data_addr 32, wr_burst_len 8, user_wr_en_d 1, wr_data_out 128
wr_cnt 8, reset_sync_d1 1, reset_sync_d0 1, ddr_init_done_d0 1, wr_data_last 1
## path summary, 6_finish.rpt
check                             from  slack (ns)         endpoint  cells after the start
hold reg to reg          reset_sync_d1        0.33       reset_sync                      0
hold / removal           reset_sync_d1        0.33       reset_sync                      0
setup / recovery  user_wr_end_addr[12]        4.80  wr_data_addr[1]                     17
setup reg to reg      wr_data_addr[29]        8.21  wr_data_addr[1]                      8
## power by group through the flow
| stage | sequential, W | clock [W] | combinational (W) |
|---|---|---|---|
| finish | 0.000832 | 0.000645 | 0.000132 |
| global route | 0.000835 | 0.000697 | 0.000148 |
| CTS | 0.000833 | 0.000672 | 0.000134 |
## cell type report
class / count / area [µm²]
well taps: 335 / 419
multi-input cells: 298 / 2150
flip-flops and latches: 200 / 5610
repair buffers: 250 / 2490
inverters: 20 / 75.1
fillers: 2337 / 14600
clock buffers: 17 / 425
clock inverters: 15 / 221
## cell families (layout without fill, tap and decap cells)
| group | count (synthesis) | count (layout) | share of synthesized area [%] |
|---|---|---|---|
| buffers and inverters | 36 | 302 | 2.34 |
| xor gates and xnor gates | 45 | 45 | 4.98 |
| muxes | 22 | 22 | 3.09 |
| DFF | 200 | 200 | 70.9 |
| and+or+nand+nor | 150 | 150 | 10.2 |
| other | 1 | 8 | 0.0474 |
| AOI/OAI and AO/OA | 37 | 37 | 2.80 |
| adders and majority gates | 36 | 36 | 5.70 |
No activity file was given, so power comes from the tool's default toggle rates.
