$ cat flow/config.mk
export PLATFORM = sky130hd
export DESIGN_NAME = axi_wr_master
export DESIGN_NICKNAME = axi_wr_master
export VERILOG_FILES = /design/flow/design.v
export SDC_FILE = /design/flow/constraint.sdc
export NUM_CORES = 4
export LEC_CHECK = 1
export CORE_AREA = 10 10 236 236
export DIE_AREA = 0 0 246 246
$ cat flow/constraint.sdc
current_design axi_wr_master

set clk_period 7.2
set clk_io_pct 0.2

create_clock -name clk0 -period $clk_period [get_ports {axi_clk}]

set non_clock_inputs [all_inputs -no_clocks]
set_input_delay [expr $clk_period * $clk_io_pct] -clock clk0 $non_clock_inputs
set_output_delay [expr $clk_period * $clk_io_pct] -clock clk0 [all_outputs]
$ cat flow/design.v
module axi_wr_master #(
    parameter AXI_DATA_WIDTH    = 'd128 ,
    parameter AXI_ADDR_WIDTH    = 'd32   
)(
    input                                   axi_clk         ,
    input                                   reset           ,
    output  reg     [3:0]                   m_axi_awid      ,
    output  reg     [AXI_ADDR_WIDTH-1:0]    m_axi_awaddr    ,
    output  reg     [7:0]                   m_axi_awlen     ,
    output  reg     [2:0]                   m_axi_awsize    ,
    output  reg     [1:0]                   m_axi_awburst   ,
    output  reg                             m_axi_awlock    ,
    output  reg     [3:0]                   m_axi_awcache   ,
    output  reg     [2:0]                   m_axi_awprot    ,
    output  reg     [3:0]                   m_axi_awqos     ,
    output  reg                             m_axi_awvalid   ,
    input   wire                            m_axi_awready   ,
    output  reg     [AXI_DATA_WIDTH-1:0]    m_axi_wdata     ,
    output  reg     [AXI_DATA_WIDTH/8-1:0]  m_axi_wstrb     ,
    output  reg                             m_axi_wvalid    ,
    output  reg                             m_axi_wlast     ,
    input   wire                            m_axi_wready    ,
    input   wire    [3:0]                   m_axi_bid       ,
    input   wire    [1:0]                   m_axi_bresp     ,
    input   wire                            m_axi_bvalid    ,
    output  wire                            m_axi_bready    ,
    output  reg                             axi_aw_ready    ,
    input   wire                            axi_aw_req_en   ,
    input   wire    [7:0]                   axi_aw_burst_len,
    input   wire    [AXI_ADDR_WIDTH-1:0]    axi_aw_addr     ,
    output  reg                             axi_w_ready     ,
    input   wire    [AXI_DATA_WIDTH-1:0]    axi_w_data      ,
    input   wire                            axi_w_valid     ,
    input   wire                            axi_w_last       
);
localparam AXI_IDLE     = 4'b0000;
localparam AXI_WR_PRE   = 4'b0001;
localparam AXI_WR_DATA  = 4'b0010;
localparam AXI_WR_END   = 4'b0100;
reg             a_reset_sync_d0 ;
reg             a_reset_sync_d1 ;
reg             a_reset_sync    ;
reg     [3:0]   axi_cur_status  ;
reg     [3:0]   axi_nxt_status  ;
always@(posedge clk) begin
    a_reset_sync_d0 <= reset            ;
    a_reset_sync_d1 <= a_reset_sync_d0  ;
    a_reset_sync    <= a_reset_sync_d1  ;
end
always@(posedge axi_clk) begin
    m_axi_awid      <= 4'h0;
    m_axi_awburst   <= 2'b01;  
    m_axi_awlock    <= 1'b0;
    m_axi_awcache   <= 4'h0;
    m_axi_awprot    <= 3'h0;
    m_axi_awqos     <= 4'h0;
    m_axi_wstrb     <= {AXI_DATA_WIDTH/8{1'b1}};
    m_axi_awsize    <= AXI_DATA_WIDTH == 'd512 ? 3'd6 :
                       AXI_DATA_WIDTH == 'd256 ? 3'd5 :
                       AXI_DATA_WIDTH == 'd128 ? 3'd4 :
                       AXI_DATA_WIDTH == 'd64  ? 3'd3 :
                       AXI_DATA_WIDTH == 'd32  ? 3'd2 : 3'd0;
end
always@(posedge axi_clk) begin
    if(a_reset_sync)
        axi_cur_status <= AXI_IDLE;
    else
        axi_cur_status <= axi_nxt_status;
end
always@(*) begin
    if(a_reset_sync)
        axi_nxt_status <= AXI_IDLE;
    else case(axi_cur_status)
        AXI_IDLE:
            if(axi_aw_req_en)
                axi_nxt_status <= AXI_WR_PRE;
            else
                axi_nxt_status <= AXI_IDLE;
        AXI_WR_PRE:
            axi_nxt_status <= AXI_WR_DATA;
        AXI_WR_DATA:
            if(m_axi_wvalid && m_axi_wready && m_axi_wlast)
                axi_nxt_status <= AXI_WR_END;
            else
                axi_nxt_status <= AXI_WR_DATA;
        AXI_WR_END:
            axi_nxt_status <= AXI_IDLE;
        default:
            axi_nxt_status <= AXI_IDLE;
    endcase
end
always@(*) begin
    axi_aw_ready    <= axi_cur_status == AXI_WR_PRE;
    axi_w_ready     <= m_axi_wready;
end
always@(posedge axi_clk) begin
    if(a_reset_sync)
        m_axi_awvalid <= 1'b0;
    else if(m_axi_awvalid && m_axi_awready)
        m_axi_awvalid <= 1'b0;
    else if(axi_aw_ready && axi_aw_req_en)
        m_axi_awvalid <= 1'b1;
end
always@(posedge axi_clk) begin
    if(axi_aw_ready && axi_aw_req_en) begin
        m_axi_awaddr    <= axi_aw_addr;
        m_axi_awlen     <= axi_aw_burst_len;
    end
end
always@(posedge axi_clk) begin
    if(a_reset_sync)
        m_axi_wvalid <= 1'b0;
    else if(m_axi_wvalid && m_axi_wready && m_axi_wlast)
        m_axi_wvalid <= 1'b0;
    else if(axi_w_valid && axi_w_ready)
        m_axi_wvalid <= 1'b1;
end
always@(posedge axi_clk) begin
    if(a_reset_sync)
        m_axi_wlast <= 1'b0;
    else if(m_axi_wvalid && m_axi_wready && m_axi_wlast)
        m_axi_wlast <= 1'b0;
    else if(axi_w_valid && axi_w_ready && axi_w_last)
        m_axi_wlast <= 1'b1;
end
always@(posedge axi_clk) begin
    if(axi_w_valid && axi_w_ready)
        m_axi_wdata <= axi_w_data;
    else
        m_axi_wdata <= m_axi_wdata;
end
endmodule
$ cat flow/run.sh
#!/bin/bash
# OpenROAD 26Q1-2900-gdf79404cd8, Yosys 0.63+post, stock flow scripts
make -C /OpenROAD-flow-scripts/flow DESIGN_CONFIG=/design/flow/config.mk WORK_HOME=/design/flow/orfs finish
==> impl_metrics.toml <==
# implementation run metrics
[outcome]
outcome = "complete, no violations"

[sta]
rsz0062_at_grt = "no"
hold_viol = 0
period_needed_ns = 3.84
finClkSkew_ns = 0.00533
max_freq_mhz = 260
slew_violations = 0
finalCritPeriodShare_pct = 53.3
worstMarginPinSlew_ns = 0.639
slew_headroom_pct = 57.4
setup_viol_count_final = 0
hold_ws_ns = 0.721
fin_setup_tns_ns = 0
fin_ws_ns = 3.36

[clock_tree]
cts_setup_buffers = 0
hold_buffers = 0
clock-sinks = 169
h-tree-depth = 4
cts-root-buf = "clkbuf_16"
clockBufferDepth = 2
cts_tree = "yes"
post_cts_resized = 0
insertion_delay_ns = 0.47
clk_pin_slew_ns = 0.06
cts_buffers = 17

[synth]
simple_gate_area_share_pct = 0.232
synth-xor-area-share_pct = 0
ys_chip_area_um2 = 5400
ys_seq_share_pct = 93.8
synthAdderAreaFrac_pct = 0
post_synth.cell_area_avg_um2 = 25.1
area_leaders = "edfxtp_1, buf_4, dfxtp_1, and2_1, conb_1"
yosysTopAreaCell = "edfxtp_1"
syn_area_um2 = 5400
syn_inst = 215
aoi_share_pct = 0
mux_area_share_pct = 0
ys_cells = 215
synth.top_cell.area_share_pct = 93.4
yosysWarnings = 4
ys.flops = 169
topCombFamilyByArea = "buffers and inverters"
synth_cell_types = 5

[final_layout]
layout_top_cells = "clkdlybuf4s50_1, edfxtp_1, conb_1"
drive_above_1_share_pct = 5.96
fin_area_um2 = 10100
layout_top_cell = "clkdlybuf4s50_1"
area_growth_pct = 86.8

[drt]
vias = 3253
dr.pass1.iters = 3
drt_iter0_drc = 94
routed_via_density = 2.58
wl_um = 18800
wl_per_cell_um = 14.9
drtAntennaViolNets = 0
drc = 0

[global_route]
grt_max_degree = 90
grt_overflow = 0
grtUsageTotal_pct = 5.92
grt_pass1_wl_um = 25500
grt_pass1_vias = 3560
antenna_found_initial = 7

[worst_setup_path]
rr_endpoint = "m_axi_awaddr[23]$_DFFE_PP_"
required_ns = 5.76
startpoint = "m_axi_wready"
endpoint_kind = "output port"
r2r_start = "axi_cur_status[3]$_DFF_P_"
critPathSlowestCell = "clkdlybuf4s50_1"
cp_slowest_stage_delay_ns = 0.49
cp.arrival_ns = 2.40
startpoint_type = "primary input"
reg2reg_depth = 2
critPathKind = "primary input to output port"
reg2reg_slack_ns = 5.82
critPathBufInv = 2
path_cells = "clkdlybuf4s50_1, clkdlybuf4s50_1"
crit_top_cell = "clkdlybuf4s50_1"
cp_top_family = "buffers and inverters"
critPathMaxFanout = 2

[flow_run]
drv_cap = 0
warnings = 35

[placement]
place_area_um2 = 9520
dp_hpwl_um = 15000
gp_congestion = 0.803
pre_cts_ws_ns = 3.36
port_buffers = 341

[die]
core_area_um2 = 50400
fp-utilization_pct = 10.7
pin_count = 393
fp-row-count = 82
dieArea_um2 = 60500
die_y_um = 246
die_x_um = 246

[min_path]
hold_start = "axi_cur_status[3]$_DFF_P_"
hp-class = "register to register"
whs_endpoint = "m_axi_awaddr[12]$_DFFE_PP_"
hold-path-cell-count = 1

[power]
p_leak_nw = 3.35
powerDensity_nw_per_um2 = 227
vdd_drop_max_v = 0.000201
## sequential cells by signal (all words and copies together), names as in the netlist
name            cells
axi_cur_status      1
m_axi_awlen         8
m_axi_awaddr       32
m_axi_wdata       128
## per-stage QoR
| step | cells | util, % | power (W) |
|---|---|---|---|
| after detailed placement | 1227 | 18.9 | 0.00142 |
| after floorplan | 254 | - | 0.00120 |
| after CTS | 1259 | 20.0 | 0.00236 |
| final | 1260 | 20.0 | 0.00229 |
| after global routing | 1259 | 20.0 | 0.00240 |
| after global placement | 1227 | 18.9 | 0.00142 |
## cell usage after synthesis
cell      instances
dfxtp_1           1
edfxtp_1        168
buf_4            42
conb_1            2
and2_1            2
## how the worst max path moves through the flow
stage	endpoint	slack, ns	depth (start not counted)
4_1_cts	axi_w_ready	3.35	2
5_1_grt	axi_w_ready	3.33	2
6_report	axi_w_ready	3.36	2
## cells by family after synthesis
kind of cell	Yosys count
buffers and inverters	42
DFF	169
other	2
and+or+nand+nor	2
## routing by layer
metal  share of wire (%)  up-vias  wire length (µm)  GRT usage (%)
li1                    -     1472                 -              -
met1                  33     1466              6200           6.03
met2                  45      276              8530           9.18
met3                  20       31              3690           5.11
met4                 2.0        8               368           1.02
met5                0.25        -                48              0
## power breakdown
group / switching [W] / total (W) / internal [W]
clock network: 0.000418 / 0.000900 / 0.000482
logic: 0.0000502 / 0.000220 / 0.000170
registers: 0.0000163 / 0.00117 / 0.00115
## area by class of cell
type / instances / area, µm²
Fill cell: 5330 / 40300
Sequential cell: 169 / 5060
Timing Repair Buffer: 343 / 3440
Tap cell: 672 / 841
Clock buffer: 18 / 429
Multi-Input combinational cell: 43 / 170
Clock inverter: 14 / 138
Antenna cell: 1 / 2.50
Power figures rest on the tool's default switching activity, not on a simulated workload.
